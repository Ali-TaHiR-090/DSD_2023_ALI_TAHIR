===== run.sh =====
#!/bin/bash
# OpenROAD 26Q1-2900-gdf79404cd8, Yosys 0.63+post, stock flow scripts
make -C /OpenROAD-flow-scripts/flow DESIGN_CONFIG=/design/flow/config.mk WORK_HOME=/design/flow/orfs finish

===== config.mk =====
export PLATFORM = sky130hd
export DESIGN_NAME = multi_seven_seg_display
export DESIGN_NICKNAME = multi_seven_seg_display
export VERILOG_FILES = /design/flow/design.v
export SDC_FILE = /design/flow/constraint.sdc
export NUM_CORES = 4
export LEC_CHECK = 1
export CORE_UTILIZATION = 30
export SYNTH_HDL_FRONTEND = slang

===== constraint.sdc =====
current_design multi_seven_seg_display

set clk_period 4.3
set clk_io_pct 0.2

create_clock -name clk0 -period $clk_period [get_ports {clk}]

set non_clock_inputs [all_inputs -no_clocks]
set_input_delay [expr $clk_period * $clk_io_pct] -clock clk0 $non_clock_inputs
set_output_delay [expr $clk_period * $clk_io_pct] -clock clk0 [all_outputs]

===== design.v =====
module d_ff(
    input logic clk, rst, enable,
    input logic [3:0] d,
    output logic [3:0] q
);
    always_ff @(posedge clk or posedge rst)
    begin
        if (rst)
            q <= 4'b0000;
        else if (enable)
            q <= d;
    end
endmodule
module multi_seven_seg_display (
    input logic clk,           
    input logic rst,           
    input logic write,         
    input logic [2:0] sel,     
    input logic [3:0] num,     
    output logic [6:0] seg_out, 
    output logic [7:0] an       
);
logic [2:0] mux_select;
logic [3:0] display_decode_input;
logic [2:0] anode_select;
logic clk_800Hz;    
logic [2:0] counter;
logic [3:0] d_ff_q [7:0];
logic d_ff_we [7:0];
d_ff d_ff_inst[7:0] (
    .clk(clk_800Hz),
    .rst(rst),
    .enable(d_ff_we),
    .d(num),
    .q(d_ff_q)
);
logic [15:0] clk_count;
initial begin
    clk_count = 0;
    clk_800Hz = 0;
    counter = 0;
end
always @(posedge clk) begin
    if (clk_count == 62500) begin
        clk_800Hz <= ~clk_800Hz;
        clk_count <= 0;     
    end else begin
        clk_count <= clk_count + 1; 
    end
end  
always @(posedge clk_800Hz) begin
    counter <= counter + 1;
end
always_comb begin
    if (write) begin
        anode_select = sel;
        mux_select = sel;
    end else begin
        anode_select = counter;
        mux_select = counter;
    end
end
always_comb begin
    int i;
    for (i=0; i < 8; i = i + 1)
        d_ff_we[i] <= ~an[i] & write;
end
always_comb begin
    case (display_decode_input)
        4'b0000: seg_out = 7'b0000001; 
        4'b0001: seg_out = 7'b1001111; 
        4'b0010: seg_out = 7'b0010010; 
        4'b0011: seg_out = 7'b0000110; 
        4'b0100: seg_out = 7'b1001100; 
        4'b0101: seg_out = 7'b0100100; 
        4'b0110: seg_out = 7'b0100000; 
        4'b0111: seg_out = 7'b0001111; 
        4'b1000: seg_out = 7'b0000000; 
        4'b1001: seg_out = 7'b0000100; 
        4'b1010: seg_out = 7'b0001000; 
        4'b1011: seg_out = 7'b1100000; 
        4'b1100: seg_out = 7'b0110001; 
        4'b1101: seg_out = 7'b1000010; 
        4'b1110: seg_out = 7'b0110000; 
        4'b1111: seg_out = 7'b0111000; 
        default: seg_out = 7'b1111111; 
    endcase
end
always_comb begin
    case (anode_select)
        3'b000: an = 8'b1111_1110;
        3'b001: an = 8'b1111_1101;
        3'b010: an = 8'b1111_1011;
        3'b011: an = 8'b1111_0111;
        3'b100: an = 8'b1110_1111;
        3'b101: an = 8'b1101_1111;
        3'b110: an = 8'b1011_1111;
        3'b111: an = 8'b0111_1111;
        default: an = 8'b1111_1111;
endcase
end
always_comb begin
    case (mux_select)
        3'b000: display_decode_input = d_ff_q[0];
        3'b001: display_decode_input = d_ff_q[1];
        3'b010: display_decode_input = d_ff_q[2];
        3'b011: display_decode_input = d_ff_q[3];
        3'b100: display_decode_input = d_ff_q[4];
        3'b101: display_decode_input = d_ff_q[5];
        3'b110: display_decode_input = d_ff_q[6];
        3'b111: display_decode_input = d_ff_q[7];
        default: display_decode_input = 4'b0000;
endcase
end
endmodule

==> qor.csv <==
metric,value,unit
status,"complete, no violations",
ant_nets,0,
die_h,100,um
startpoint_type,primary input,
hpwlAfterDp,4520,um
grt_setup_unrepaired,no,
warning_count,30,
drive_gt1_share,32.0,%
hold_path_class,reg -> reg,
vias_per_cell,4.72,
xor_share,4.26,%
yosys_warnings,0,
simple_gate_area_share,14.9,%
clock-root-buffer,clkbuf_8,
drt_iter0_drc,66,
area_growth_syn_to_layout,26.5,%
routed_wl,5880,um
crit_arrival,3.27,ns
adder_share,3.91,%
numPortBuffers,24,
numCtsBuffers,3,
drc,0,
max_slew_margin,47.9,%
mux_share,20.0,%
antenna_found_initial,0,
critPathKind,in -> out,
grt_pass1_wl,10000,um
hold_end,clk_count[0],
logic_area,1620,um^2
grt_max_degree,36,
syn_inst,264,
post-route-period-util,96.2,%
cp-end-kind,output pin,
crit_chain,dlygate4sd2_1 > buf_4 > and3b_1 > o21ai_0 > a32oi_1 > a311oi_2 > o21bai_4 > inv_1 > ha_2 > o31ai_1 > clkdlybuf4s50_1,
diodes,0,
rr_startpoint,clk_count[2],
r2r_cells,5,
hold_depth,1,
overflow,0,
cp_slowest_cell,clkdlybuf4s50_1,
flop_area,1210,um^2
rrSetupSlack,2.51,ns
untimed_endpoints,35,
p_per_area,128,nW/um^2
dr.pass1.iters,4,
setup_viol,0,
edf_count,1,
via_count,2130,
synthesis.area,2880,um^2
ys_types,51,
fmax,242,MHz
clock.latency.late_pin,0.24,ns
fp.dieArea,9990,um^2
track_usage,12.5,%
synthFlopType,dfrtp_1,
rows,35,
hp-start,clk_count[0],
hold_viol,0,
grt_pass1_vias,2095,
final_core_util,39.2,%
h-tree-depth,1,
lay_top_cells,"buf_4 (38), mux2_2 (34), dfrtp_1 (32)",
critical-path-max-stage-delay,0.49,ns
die_w,100,um
cts_tree,yes,
ios,25,
required,3.44,ns
gp_congestion,0.873,
clockBufferDepth,2,
fin_setup_tns,0,ns
top_logic_kind,multiplexers,
leakagePower,1.51,nW
cap_violations,0,
clk_pin_slew,0.06,ns
clock_skew,0.00201,ns
ys_seq_share,42.1,%
vdd_ir_drop_max,0.144,mV
tightest_slew,0.779,ns
crit_fanout,5,
synth-area-yosys,2880,um^2
fillers,910,
fp_util,31.0,%
coreArea,9280,um^2
synthArstFlopShare,61.5,%
ys_cells,264,
fin_hold_ws,0.472,ns
drv_slew,0,
period_needed,4.13,ns
unclocked_regs,35,
wl_per_cell,13.0,um
aoi_share,11.1,%
synth_flops,52,
fin_total_pwr,0.465,mW
lay_top_count,buf_4,
worstReg2RegEnd,clk_count[15],
syn_area_per_cell,10.9,um^2
[how the worst max path moves through the flow]
stage	slack (ns)	start	depth (start not counted)	end
5_1_grt	0.02	sel[2]	11	seg_out[4]
6_report	0.17	sel[2]	11	seg_out[4]
4_1_cts	0.01	sel[0]	11	seg_out[3]
[final cells by class]
cell class                 count  share of cell area, %
tap                          129                   4.43
inverter                      10                   1.03
clock buffer                   4                   1.24
multi-input combinational    191                   44.6
timing repair buffer          65                   15.4
sequential                    52                   33.3
[routing by layer]
metal / vias to the layer above / GRT usage [%] / part of all wire (%)
li1: 1089 / - / -
met1: 1015 / 18.9 / 51
met2: 24 / 21.2 / 47
met3: 2 / 0.567 / 1.6
met4: 0 / 0.905 / 0.41
met5: - / 0 / 0
[power by group]
group | internal (mW) | leakage [nW] | switching (mW)
registers | 0.159 | 0.546 | 0
logic | 0.105 | 0.940 | 0.0855
clock network | 0.0656 | 0.0228 | 0.0504
total | 0.329 | 1.51 | 0.136
[worst max-delay path, delay by kind of cell]
family                   cells  cell delay (ns)
AND/OR/NAND/NOR              1             0.17
AND-OR/OR-AND                5             1.05
adder cells (fa/ha/maj)      1             0.22
buffers and inverters        4             0.98
[Yosys cell counts (3+ instances only)]
library cell,n,share of area (%)
buf_2,3,0.52
nand4_1,8,1.7
nor2_1,12,1.6
nor3b_1,4,1.0
buf_6,3,1.2
xnor2_1,7,2.1
ha_1,9,3.9
dfrtp_1,32,28
inv_1,9,1.2
mux2_2,34,13
nand3_1,13,2.3
mux2i_1,14,4.9
o21ai_0,6,1.0
nor3_1,8,1.4
and3_1,3,0.65
clkbuf_1,4,0.52
xor2_1,7,2.1
a21oi_1,7,1.2
dfxtp_1,19,13
nand2_1,19,2.5
o31ai_1,3,0.78
[state kept, by name, indices dropped and copies added (netlist names)]
signal,count
clk_count,16
d_ff_inst.q,32
counter,3
clk_800Hz,1
[stage by stage]
stage                     instance area [um^2]  std cells  worst slack (ns)
after floorplan                           2880        264             0.691
after global placement                    3510        445            -0.282
after detailed placement                  3510        445            -0.340
after CTS                                 3630        451            0.0107
after global routing                      3640        451            0.0235
final                                     3640        451             0.166
[logic make-up (layout without fill, tap and decap cells)]
family / after synthesis / in the layout
mux: 51 / 51
compound gates: 37 / 37
flops: 52 / 52
buf+inv: 21 / 79
simple gates: 80 / 80
xor+xnor: 14 / 14
fa+ha+maj: 9 / 9
[what timing repair did]
action,CTS,global route
setup buffers,2,0
pin swaps,3,2
resized,17,7
endpoints found under the setup margin,7,6
hold buffers,0,0
Power figures rest on the tool's default switching activity, not on a simulated workload.
