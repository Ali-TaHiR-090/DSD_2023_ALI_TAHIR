[flow/config.mk]
export PLATFORM = sky130hd
export DESIGN_NAME = seven_segment
export DESIGN_NICKNAME = seven_segment
export VERILOG_FILES = /design/flow/design.v
export SDC_FILE = /design/flow/constraint.sdc
export NUM_CORES = 4
export LEC_CHECK = 1
export CORE_AREA = 10 10 70 70
export DIE_AREA = 0 0 80 80
export SYNTH_HDL_FRONTEND = slang
[flow/constraint.sdc]
current_design seven_segment

set clk_period 1.2
set clk_io_pct 0.2

create_clock -name clk0 -period $clk_period

set non_clock_inputs [all_inputs -no_clocks]
set_input_delay [expr $clk_period * $clk_io_pct] -clock clk0 $non_clock_inputs
set_output_delay [expr $clk_period * $clk_io_pct] -clock clk0 [all_outputs]
[flow/design.v]
`timescale 1ns / 1ps
module seven_segment(
    input [3:0] num, 
    input [2:0] sel,
    input DP_IN,
    output SegA, SegB, SegC, SegD, SegE, SegF, SegG, DP,
    output [7:0] AN
    );
    assign DP = DP_IN;
    assign AN[0] = ~(~sel[0] & ~sel[1] & ~sel[2]);
    assign AN[1] = ~(~sel[0] & ~sel[1] & sel[2]);
    assign AN[2] = ~(~sel[0] & sel[1] & ~sel[2]);
    assign AN[3] = ~(~sel[0] & sel[1] & sel[2]);
    assign AN[4] = ~(sel[0] & ~sel[1] & ~sel[2]);
    assign AN[5] = ~(sel[0] & ~sel[1] & sel[2]);
    assign AN[6] = ~(sel[0] & sel[1] & ~sel[2]);
    assign AN[7] = ~(sel[0] & sel[1] & sel[2]);
    assign SegA = (~num[0] & num[1] & ~num[2] & ~num[3]) | 
                  (~num[0] & ~num[1] & ~num[2] & num[3]) |
                  (num[0] & num[1] & ~num[2] & num[3]) |
                  (num[0] & ~num[1] & num[2] & num[3]);
    assign SegB = (~num[0] & num[1] & ~num[2] & num[3]) | 
                  (num[1] & num[2] & ~num[3]) |
                  (num[0] & num[2] & num[3]) |
                  (num[0] & num[1] & ~num[3]);
    assign SegC = (num[0] & num[1] & num[2]) |
                  (num[0] & num[1] & ~num[3]) |
                  (~num[0] & ~num[1] & num[2] & ~num[3]);
    assign SegD = (num[1] & num[2] & num[3]) | 
                  (num[0] & ~num[1] & num[2] & ~num[3]) |
                  (~num[0] & num[1] & ~num[2] & ~num[3]) |
                  (~num[0] & ~num[1] & ~num[2] & num[3]);
    assign SegE = (~num[0] & num[3]) | 
                  (~num[0] & num[1] & ~num[2]) |
                  (~num[1] & ~num[2] & num[3]);
    assign SegF = (~num[0] & ~num[1] & num[3]) | 
                  (~num[0] & ~num[1] & num[2]) |
                  (~num[0] & num[2] & num[3]) |
                  (num[0] & num[1] & ~num[2] & num[3]);
    assign SegG = (~num[0] & ~num[1] & ~num[2]) |
                  (~num[0] & num[1] & num[2] & num[3]) |
                  (num[0] & num[1] & ~num[2] & ~num[3]);
endmodule
[flow/run.sh]
#!/bin/bash
# OpenROAD 26Q1-2900-gdf79404cd8, Yosys 0.63+post, stock flow scripts
make -C /OpenROAD-flow-scripts/flow DESIGN_CONFIG=/design/flow/config.mk WORK_HOME=/design/flow/orfs finish
==> summary.txt <==
The synthesis and PnR run went through. The run finished, with violations left. The checks that failed: negative setup slack. The floorplan has 21 rows. Number of antenna violations at the first check in global routing landed at 0. The critical path is of the in2out type. In the final timing run, aggregate negative setup slack is -0.1554 ns. The cell count after synthesis came out at 45.

Note that the worst hold path type here is in2out. Per the final layout report, the fraction of cells sized above drive strength 1 comes to 57.50%. By count the netlist is led by 6 x sky130_fd_sc_hd__o21ai_0, 3 x sky130_fd_sc_hd__buf_2, 3 x sky130_fd_sc_hd__nand3b_1, 3 x sky130_fd_sc_hd__nor2_1. Placed instance count landed at 121. Area added between synthesis and finish landed at 163.0%. Starting density of the core landed at 8.022%.

Count of flip-flops and latches landed at 0. Share of the clock period used by the worst path landed at 105.9%. In the post-synthesis netlist, the cell with the most instances is sky130_fd_sc_hd__o21ai_0. Global router's overall resource usage landed at 3.948%. Per the detail_route report, vias per standard cell equal 3.659. The synthesized netlist has a Yosys-reported chip area of 274.0 sq um. Per the hold report, the tightest min-delay path originates at DP_IN. Along the worst path, the maximum fanout reaches 3.

Post-detailed-route DRC marker count landed at 0. Peak supply drop landed at 0.00008385 V. HPWL reported at the end of detailed placement landed at 968.2 um. Netlist area before placement landed at 274.0 sq um.

Setup slack on the critical path of the routed design comes to -0.07079 ns. Based on the critical path, the design can be clocked at up to 786.9 MHz. Die width landed at 80 um. Warnings raised by the tools during the run amount to 34.

Entering global routing, the biggest net connects 9 pins. After layout, the clock buffer instance count stands at 0. Total routed wirelength landed at 1.286 mm.

Slew at the pin closest to its max-slew limit landed at 0.1909 ns. STA classifies the critical path endpoint as an output port. Global routing finished with a remaining overflow of 0. Setup repair after global routing could not meet its margin everywhere.

Core footprint landed at 3416 sq um. Combined flip-flop and latch cell area landed at 0 sq um. The signal on the critical path passes through buf_6 > or4_1 > o21ai_1 > buf_2. Counting pins that exceed their max-slew limit in the final report gives 0.

Number of global-route vias before repair landed at 473. Cell depth of the worst hold path landed at 0. The number of different library cells used by synthesis comes to 24. The congestion estimate from routability-driven global placement came to 0.7161. The most critical hold endpoint after final layout shows a slack of 0.4800 ns. Counting the warning lines in the Yosys log gives 0. Chip area landed at 6400 sq um. In the routed netlist, the antenna diode instances number 0.

Height of the chip landed at 80 um. Max-cap violation count landed at 0. Data on the critical path arrives at its endpoint at 1.03 ns. Summing over every cut layer, the via total after detailed routing is 461. Top-area cell type share of the netlist area landed at 10.96%. In this run the remaining antenna-violating nets after routing total 0. Average cell area after synthesis landed at 6.089 sq um. Per the summary, power density relative to cell area is 304.4 nW/um^2.

Number of optimization iterations in the first detailed-route pass landed at 4. Hold violation count in the final report landed at 0. The final report lists the setup-violating endpoint count as 4. After layout, the minimum clock period comes to 1.271 ns. Final cell count without fillers landed at 126. Iteration-0 DRC count of the detailed router landed at 9. According to the timing report, the data required time at the worst endpoint equals 0.96 ns. Maximum single-stage delay on the critical path landed at 0.51 ns. STA classifies the critical path startpoint as a primary input.

Ranked by total cell area, the synthesized netlist is headed by sky130_fd_sc_hd__o21ai_0 11%, sky130_fd_sc_hd__nand3b_1 8.2%, sky130_fd_sc_hd__mux2i_1 7.3%. For this sky-water flow run, the detailed-routed wirelength per cell is reported as 10.21 um. Headroom to the max-slew limit came out at 87.17%.

The floorplan report gives the top-level pin count as 24. The largest individual stage delay along the critical path comes from the cell sky130_fd_sc_hd__or4_1. The share of the Yosys chip area taken by registers is 0%. Global-route wire length before repair landed at 2.159 mm. The placement report lists the number of port buffers as 22. The cell type that accounts for the most area after synthesis is sky130_fd_sc_hd__o21ai_0. STA shows the worst min-delay path finishing at DP. Cell count listed in synth_stat.txt landed at 45. Static power due to leakage landed at 0.0003193 uW.
[metal layers]
metal / up-vias / wire (um) / track usage, %
met2: 17 / 535 / 6.180
met1: 208 / 556 / 4.812
met3: 0 / 193 / 2.386
met5: - / 0 / 0
li1: 236 / - / -
met4: 0 / 0 / 0
[worst max-delay path by stage]
stage | from | end | cells after the start
6_report | num[1] | SegC | 4
4_1_cts | num[1] | SegC | 4
5_1_grt | num[3] | SegA | 7
[through the flow]
| step | setup WS, ns | area (sq um) | utilization, % | power, uW |
|---|---|---|---|---|
| global route | -0.1072 | 720.7 | 21.10 | 243.0 |
| CTS | -0.07285 | 711.9 | 20.84 | 216.3 |
| detailed placement | -0.8890 | 619.3 | 18.13 | 189.1 |
| global placement | -0.8909 | 619.3 | 18.13 | 187.5 |
| floorplan | 0.1789 | 274.0 | - | 59.93 |
| finish | -0.07079 | 720.7 | 21.10 | 219.4 |
[layout by cell type (no fill, tap or decap), types with 2 or more instances in the layout]
cell,instances
sky130_fd_sc_hd__buf_4,7
sky130_fd_sc_hd__buf_2,11
sky130_fd_sc_hd__nor2b_4,2
sky130_fd_sc_hd__nand2b_4,2
sky130_fd_sc_hd__dlygate4sd2_1,5
sky130_fd_sc_hd__nand2_1,2
sky130_fd_sc_hd__a21oi_1,2
sky130_fd_sc_hd__nor2_2,2
sky130_fd_sc_hd__nand3b_1,3
sky130_fd_sc_hd__clkdlybuf4s15_1,2
sky130_fd_sc_hd__mux2i_1,2
sky130_fd_sc_hd__buf_8,4
sky130_fd_sc_hd__buf_6,11
sky130_fd_sc_hd__inv_1,2
sky130_fd_sc_hd__nor3_2,2
sky130_fd_sc_hd__o21ai_1,5
sky130_fd_sc_hd__nand3_1,2
[logic make-up after synthesis]
group | Yosys count | synth area share, %
compound gates | 13 | 28.32
buf+inv | 8 | 15.06
mux | 2 | 7.306
simple gates | 22 | 49.32
[area by class of cell]
class / count / area, sq um
multi-input combinational: 37 / 296.5
timing repair buffer: 40 / 355.3
tap: 46 / 57.56
inverter: 3 / 11.26
fill: 372 / 2695
[worst max-delay path: cells and delay by family]
kind                   cells  cell delay [ns]
AOI/OAI and AO/OA          1             0.08
and+or+nand+nor            1             0.51
buffers and inverters      2             0.20
[power by group]
part,internal [uW],switching [uW],total [uW]
registers,0,0,0
clock network,0,0,0
logic,136,83.6,219
[repair_timing]
action | in CTS | in global routing
setup buffers | 3 | 0
endpoints found under the setup margin | 15 | 8
gates resized | 100 | 3
pin swaps | 8 | 2
hold buffers | 0 | 0
gates cloned | 2 | 0
Power figures rest on the tool's default switching activity, not on a simulated workload.
